[design/flow/run.sh]
#!/bin/bash
# OpenROAD 26Q1-2900-gdf79404cd8, Yosys 0.63+post, stock flow scripts
make -C /OpenROAD-flow-scripts/flow DESIGN_CONFIG=/design/flow/config.mk WORK_HOME=/design/flow/orfs finish
[design/flow/config.mk]
export PLATFORM = sky130hd
export DESIGN_NAME = combinationlock
export DESIGN_NICKNAME = combinationlock
export VERILOG_FILES = /design/flow/design.v
export SDC_FILE = /design/flow/constraint.sdc
export NUM_CORES = 4
export LEC_CHECK = 1
export CORE_AREA = 10 10 70 70
export DIE_AREA = 0 0 80 80
[design/flow/constraint.sdc]
current_design combinationlock

set clk_period 1.4
set clk_io_pct 0.2

create_clock -name clk0 -period $clk_period [get_ports {CLOCK_50}]

set non_clock_inputs [all_inputs -no_clocks]
set_input_delay [expr $clk_period * $clk_io_pct] -clock clk0 $non_clock_inputs
set_output_delay [expr $clk_period * $clk_io_pct] -clock clk0 [all_outputs]
[design/flow/design.v]
module combinationlock(CLOCK_50, SW, KEY, HEX5);
   input CLOCK_50;
	input [9:6] SW;
	input [3:0] KEY;
	output [0:6] HEX5;
	assign clock = CLOCK_50;
	assign X = SW[9:6];
	assign enter = KEY[0];
	assign change = KEY[1];
	assign resetn = KEY[2];
	wire clock, enter, change, resetn;
   wire alarm, new, open;
	wire [3:0] X;
	wire [3:0] combination;
	wire correct;
	wire enter_pulse, change_pulse;
	wire [0:6] leds;
	register storage(X, clock, new, resetn, combination);
	compare test(X, combination, correct);
   inputConditioning condition_enter(clock, enter, enter_pulse);
   inputConditioning condition_change(clock, change, change_pulse);
   moorestatemachine combinationlock(correct, clock, enter_pulse, change_pulse, resetn, alarm, new, open);
	hex7seg display(alarm, new, open, leds);
	assign HEX5 = leds;
endmodule
module register(D, clock, enable, resetn, Q);
	input [3:0] D;
	input clock, resetn, enable;
	output reg [3:0] Q;
	always @(posedge clock, negedge resetn)
	if (resetn == 0)
		Q <= 4'b0110;
	else if (enable == 1)
		Q <= D;
endmodule
module compare(A, B, s);
	input [3:0] A, B;
	output reg s;
	always @(A, B)
	begin
		if (A == B)
			s = 1;
		else
			s = 0;
	end
endmodule
module inputConditioning(Clock, a, a_pulse);
	input Clock, a;
	output a_pulse;
	reg [2:1] y, Y;
	parameter [2:1] A = 2'b00, B = 2'b01, C = 2'b10;
	always @(a, y)
		case (y)
			A: if (a) 	Y = B;
				else 		Y = A;
			B: if (a) 	Y = C;
				else 		Y = A;
			C: if (a) 	Y = C;
				else 		Y = A;
			default: 	Y = 2'bxx;
	endcase
	always @(posedge Clock)
		y <= Y;
	assign a_pulse = (y == B);
endmodule
module moorestatemachine(correct, clock, enter, change, resetn, alarm, new, open);
	input clock, resetn, enter, change, correct;
	output alarm, new, open;
	reg[2:0] y, Y;
	parameter Default = 3'b000, Open = 3'b001, Fail = 3'b010, Alarm = 3'b011, Change = 3'b100;  
	always @(y, enter, change, correct)
	begin
		case(y)
			Default:
				if (correct == 1 & enter == 1 & change == 0) Y = Open;
				else if (correct == 1 & enter == 0 & change == 1) Y = Change;
				else if (correct == 0 & enter == 1 & change == 0) Y = Fail;
				else if (correct == 0 & enter == 0 & change == 1) Y = Fail;
				else Y = Default;
			Open:
				if (enter == 1 & change == 0) Y = Default;
				else Y = Open;
			Fail:
				if (correct == 1 & enter == 1 & change == 0) Y = Open;
				else if (correct == 1 & enter == 0 & change == 1) Y = Change;
				else if (correct == 0 & enter == 1 & change == 0) Y = Alarm;
				else if (correct == 0 & enter == 0 & change == 1) Y = Alarm;
				else Y = Fail;
			Alarm: 
				Y = Alarm;
			Change:
				if (enter == 1 | change == 1) Y = Default;
				else Y = Change;
			default: Y = 3'bxxx;
		endcase
	end
	always @(posedge clock, negedge resetn)
	begin
		if (resetn == 0)
			y <= Default;
		else 
			y <= Y;
	end
	assign open = (y == Open);
	assign new = (y == Change);
	assign alarm = (y == Alarm);
endmodule
module hex7seg(alarm, new, open, leds);
	input alarm, new, open;
	reg [1:0] hex;
	output reg [0:6] leds;
	always @(alarm, new, open)
	begin
		if (alarm == 1)
			hex <= 2'b01;
		else if (open == 1)
			hex <= 2'b11;
		else if (new == 1)
			hex <= 2'b10;
		else
			hex <= 2'b00;
		case(hex)
			0: leds = 7'b1111110;  
			1: leds = 7'b0001000;  
			2: leds = 7'b1101010;  
			3: leds = 7'b0000001;  
		endcase
	end
endmodule
==> impl_metrics.json <==
{
  "die_w_um": 80,
  "drtIter0Drc": 14,
  "gp_congestion": 0.6680,
  "warnings": 28,
  "initCoreUtil_pct": 18.02,
  "die_y_um": 80,
  "worstMarginPinSlew_ps": 403.1,
  "synth_warnings": 5,
  "netlist_instances": 55,
  "ios": 16,
  "vias": 442,
  "die_area_um2": 6400,
  "wirelength_met1_um": 522,
  "start_kind": "register",
  "fill_cells": 357,
  "hold_path_class": "input port to asynchronous set/reset pin",
  "vias_per_cell": 3.653,
  "clock_skew_ps": 3.106,
  "yosys-top-cells-count": "dfrtp_1 (6), inv_1 (6), dfxtp_1 (4), mux2_2 (4), xnor2_1 (4)",
  "topCellsByArea": "dfrtp_1 (24%), dfxtp_1 (13%), dfstp_2 (13%), mux2_2 (7.3%), xnor2_1 (5.7%)",
  "clock_sinks": 13,
  "antenna_found_initial": 0,
  "flop_cell": "dfrtp_1",
  "grt_pass1_vias": 468,
  "async_flop_share_pct": 69.23,
  "fmax_mhz": 716.6,
  "dr_wl_met3_um": 90,
  "rsz0062_at_grt": "true",
  "max_cap_violations": 0,
  "crit_arrival_ps": 1120,
  "ys_chip_area_um2": 615.6,
  "finalCritPeriodShare_pct": 99.67,
  "clkSlewWorstSetupHoldPaths_ps": 80,
  "htreeDepth": 1,
  "wl_met2_um": 481,
  "areaGrowthSynthToFinish_pct": 40.65,
  "ir_drop_uv": 441.7,
  "drt_wl_total_um": 1110,
  "netlist.area_leader.share_pct": 24.39,
  "top_area_cell": "dfrtp_1",
  "row_count": 21,
  "core_area_um2": 3416,
  "track_usage_pct": 3.926,
  "maxSlewViolCount": 0,
  "avgSynthCellArea_um2": 11.19,
  "drtAntennaViolNets": 0,
  "drt-pass1-iter-count": 3,
  "cts_tree": "built",
  "worstSetupEndpointType": "output pin",
  "cts_root_buffer": "clkbuf_4",
  "cts_made_buffers": 3,
  "crit_type": "register to output pin",
  "fin_crit_ps": 1395,
  "leakage_nw": 0.3618,
  "ys_ff": 13,
  "wl_per_cell_um": 9.174,
  "top_layer_used": "met4",
  "synth-edff-count": 0,
  "setup_viol": 0,
  "route.detailed.drc": 0,
  "drive_gt1_share_pct": 40.00,
  "clk_path_buf_depth": 2,
  "status": "completed",
  "dpl.hpwl_um": 866.8,
  "io_buffers": 14,
  "cellPowerDensity_nw_per_um2": 1785,
  "ys_seq_share_pct": 50.20,
  "ys_types": 24,
  "grt_pass1_wl_um": 2070,
  "post-place-ws_ps": -107.8,
  "n_antenna_cell": 0,
  "worst-path-max-fanout": 3,
  "hold_viol": 0,
  "fin_util_pct": 25.35,
  "grt_start_max_net_pins": 10,
  "clock_latency_ps": 260,
  "max_slew_margin_pct": 73.04,
  "fin_ws_ps": 4.580,
  "synthesis.area_um2": 615.6,
  "grt_overflow": 0,
  "crit_required_ps": 1120,
  "ys_cells": 55
}
-- through the flow --
step,setup TNS (ps),hold WS (ps),cell area [um2],instances,total power (W)
2_1_floorplan,0,-15.59,615.6,55,0.001112
3_3_place_gp,-328.3,506.6,800.8,113,0.001253
3_5_place_dp,-443.1,506.5,800.8,113,0.001278
4_1_cts,-334.5,312.6,877.1,122,0.001547
5_1_grt,-197.4,310.5,865.8,121,0.001700
6_report,0,303.3,865.8,121,0.001546
-- cells in the final DEF (no fill, tap or decap), types with 2 or more instances in the layout --
cell | Yosys | final
clkdlybuf4s50_1 | 0 | 7
inv_1 | 6 | 5
dfrtp_1 | 6 | 5
clkbuf_2 | 0 | 5
xnor2_1 | 4 | 4
mux2_2 | 4 | 4
dfxtp_1 | 4 | 4
buf_4 | 3 | 4
nor2b_1 | 3 | 3
clkbuf_4 | 0 | 3
dfstp_2 | 3 | 3
nor2_1 | 3 | 2
a31o_2 | 2 | 2
and2_1 | 2 | 2
ha_1 | 2 | 2
buf_6 | 0 | 2
-- what timing repair did --
action	CTS	global route
setup endpoints to repair	7	6
buffers inserted	5	0
resized	13	15
endpoints found under the hold margin	0	0
pin swaps	2	0
hold buffers	0	0
-- per-layer routing --
metal | up-vias | global-route usage [%]
met5 | - | 0
met4 | 0 | 0.7042
met3 | 2 | 2.159
met2 | 11 | 5.778
met1 | 206 | 4.983
li1 | 223 | -
-- critical path, stage by stage, from the launching register on --
cell and delay [ps]:
dfrtp_1 390, buf_6 130, buf_6 110, nor3_4 110, clkbuf_2 110
-- where the power goes --
part           switching (W)  internal [W]
Clock               0.000111      0.000110
Sequential          0.000102      0.000566
Combinational       0.000288      0.000369
-- sequential cells by signal (all words and copies together), names as in the netlist --
| name | flops |
|---|---|
| condition_change.y | 2 |
| combinationlock.y | 5 |
| storage.Q | 4 |
| condition_enter.y | 2 |
-- cell type report --
class                      instances  area, um2  share of cell area, %
clock buffer                       4      26.28                  3.035
inverter                           6      22.52                  2.601
multi-input combinational         32      282.8                  32.66
sequential                        13      310.3                  35.84
tap                               46      57.56                  6.647
timing repair buffer              20      166.4                  19.22
-- cells by family after synthesis --
family	after synthesis	share of synthesized area, %
XOR/XNOR	5	7.113
buffers and inverters	10	8.129
adder cells (fa/ha/maj)	2	4.064
AND-OR/OR-AND	7	9.758
flip-flops	13	50.20
AND/OR/NAND/NOR	14	13.41
multiplexers	4	7.317
-- path summary, 6_finish.rpt --
| kind | from | to | slack (ps) | cells past startpoint |
|---|---|---|---|---|
| setup / recovery | combinationlock.y[4] | HEX5[2] | 5 | 4 |
| hold / removal | KEY[2] | combinationlock.y[4] | 300 | 1 |
| setup reg to reg | storage.Q[2] | combinationlock.y[1] | 150 | 3 |
| hold reg to reg | condition_enter.y[1] | condition_enter.y[2] | 530 | 2 |
| max in group asynchronous | KEY[2] | storage.Q[1] | 770 | 1 |
| min in group clk0 | condition_enter.y[1] | condition_enter.y[2] | 530 | 2 |
Power figures rest on the tool's default switching activity, not on a simulated workload.
